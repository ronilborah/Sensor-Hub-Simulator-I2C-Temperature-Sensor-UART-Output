--- flow/design.v ---
module ascii_encoder (
    input  wire [7:0] value,      
    output wire [7:0] tens_ascii,  
    output wire [7:0] ones_ascii   
);
    wire [7:0] tens;
    wire [7:0] ones;
    assign tens = value / 10;
    assign ones = value % 10;
    assign tens_ascii = 8'd48 + tens;  
    assign ones_ascii = 8'd48 + ones;
endmodule
module buildstring (
    input  wire [7:0] value,
    input  wire [3:0] index,    
    output reg  [7:0] char_out
);
    wire [7:0] tens_ascii, ones_ascii;
    ascii_encoder enc (
        .value(value),
        .tens_ascii(tens_ascii),
        .ones_ascii(ones_ascii)
    );
    always @(*) begin
        case (index)
            4'd0:  char_out = "T";
            4'd1:  char_out = "e";
            4'd2:  char_out = "m";
            4'd3:  char_out = "p";
            4'd4:  char_out = " ";
            4'd5:  char_out = "=";
            4'd6:  char_out = " ";
            4'd7:  char_out = tens_ascii;
            4'd8:  char_out = ones_ascii;
            4'd9:  char_out = 8'h0D;  
            4'd10: char_out = 8'h0A;  
            default: char_out = 8'h00;
        endcase
    end
endmodule
--- flow/run.sh ---
#!/bin/bash
# OpenROAD 26Q1-2900-gdf79404cd8, Yosys 0.63+post, stock flow scripts
make -C /OpenROAD-flow-scripts/flow DESIGN_CONFIG=/design/flow/config.mk WORK_HOME=/design/flow/orfs finish
--- flow/config.mk ---
export PLATFORM = sky130hd
export DESIGN_NAME = buildstring
export DESIGN_NICKNAME = buildstring
export VERILOG_FILES = /design/flow/design.v
export SDC_FILE = /design/flow/constraint.sdc
export NUM_CORES = 4
export LEC_CHECK = 1
export CORE_AREA = 10 10 75 75
export DIE_AREA = 0 0 85 85
--- flow/constraint.sdc ---
current_design buildstring

set clk_period 6.0
set clk_io_pct 0.2

create_clock -name clk0 -period $clk_period

set non_clock_inputs [all_inputs -no_clocks]
set_input_delay [expr $clk_period * $clk_io_pct] -clock clk0 $non_clock_inputs
set_output_delay [expr $clk_period * $clk_io_pct] -clock clk0 [all_outputs]
==> results_slide.txt <==
Synthesis and Place & Route Summary

Yosys
  • Top cells by count: 24 x nor2_1, 22 x nand2_1, 18 x a21oi_1
  • Synth Cell Area: 1320 sq um
  • Most numerous cell in the Yosys netlist: nor2_1
  • Top-area cell share: 0.0682
  • Synth Warn #: 1
  • Mean Syn Cell Area: about 6.2 sq um
  • Cell type with the largest total area: a21oi_1
  • Ranking of synthesized cells by area: a21oi_1 6.8%, nor2_1 6.8%, o21ai_0 6.4%, nand2_1 6.3%, nand2b_1 3.3%
  • Synth Instances: 214
  • Unique cell types: around 55
  • Yosys cell count: between 200 and 250
  • Register share after synthesis: 0
  • Yosys chip area: around 1300 sq um

Worst setup path
  • CP Capture Type: output pin
  • Critical Path AT: between 4000 and 5000 ps
  • Worst Setup EP: char_out[6]
  • Critical path class: input port to output pin
  • CP startpoint: value[6]
  • Critical path required time: ~4800 ps
  • Crit path cell chain: buf_6 -> nor2_4 -> inv_2 -> ha_4 -> nand2b_4 -> o32ai_2 -> a221o_1 -> or4_4 -> and3_4 -> and4_4 -> a211o_4 -> nor3_4 -> xor2_1 -> nand3_1 -> ha_4 -> xor2_2 -> xnor2_2 -> xnor2_1 -> a21o_1 -> buf_2
  • CP peak stage delay: approximately 450 ps
  • Crit Path Max Fanout: 4
  • Most frequent CP cell: ha_4
  • CP max-delay cell: or4_4
  • CP startpoint kind: input port

CTS
  • Cts-stage hold buffer count: 0

Min path
  • Hold Path Depth: 5
  • Worst hold path class: input port to output pin

STA
  • Max_slew headroom: 0.617
  • Setup TNS: -8.21 ps
  • Setup violators final: 1
  • Minimum clock period after layout: between 6000 and 7000 ps
  • Worst Tran Pin Value: ~570 ps
  • Final Cycle Share: 1.00
  • Final Hold Violation Tally: 0
  • Slew Viols, Final: 0
  • FMAX: ~0.17 GHz
  • RSZ-0062 raised after global routing: yes
  • PnR worst setup slack: -8.21 ps

Global routing
  • Via count of the first global-routing pass: 1685
  • First-pass GRT wire length: 8190 um
  • Overall routing resource usage: 0.126
  • Initial antenna violation count: 0
  • GR Overflow Total: 0
  • Largest net degree at the start of global routing: 23

Drt
  • Residual DRC: 0
  • Final ANT Viol Nets: 0
  • Vias: 1864
  • Starting DRT DRC Count: 222
  • DR vias/cell: around 5.5
  • WL/cell: between 10 and 15 um
  • Final wirelength: ~4700 um
  • Diode count: 0
  • First-pass detailed-route iteration total: 4

Floorplanning
  • I/O pin cnt: 20
  • Die Y: ~85 um
  • Die W: approximately 85 um
  • Num rows: 23
  • Init Core Util: 0.325
  • Die area: 7230 sq um
  • Core region area: about 4000 sq um

Power
  • Pwr Density: 109 nW/um^2
  • Peak VDD IR: approximately 0.000063 V
  • Pleak: a little over 0.9 nW

Placed design
  • Dpl ws: -731 ps
  • I/O Buffers: 20
  • Post-DP HPWL: 3430 um
  • DP Area: 1970 sq um
  • Gpl congestion: 0.968
  • Placed insts: between 300 and 400

Finish
  • Fraction of layout cells with a size suffix above 1: 0.371
  • Non-filler cells, final: roughly 340
  • Final core utilization: 0.530
  • Area grow syn2layout: 62.8%
  • Seq Cell Count: 0
  • Final instance area: about 2100 sq um
  • Clock buf count: 0
  • Reg area: 0 sq um

Outcome
  • Status: complete, but fails checks
  • Failing checks: setup timing

Flow run
  • Max-cap violations: 0
  • Tool Warnings: 34
==> cells in the final DEF, fill, tap and decap left out, types with 4 or more instances in the layout <==
| cell type | count |
|---|---|
| nand2b_1 | 6 |
| o21ai_1 | 5 |
| xnor2_1 | 4 |
| a21o_1 | 5 |
| a211oi_1 | 4 |
| nand2_1 | 21 |
| o21ai_0 | 15 |
| inv_1 | 6 |
| clkdlybuf4s50_1 | 14 |
| buf_4 | 70 |
| o22ai_1 | 6 |
| and2_1 | 5 |
| a21oi_1 | 17 |
| nor3_1 | 4 |
| nor2_1 | 23 |
==> worst max-delay path: cells and delay by family <==
kind / cells / cell delay (ps)
buffers and inverters: 3 / 260
XOR/XNOR: 4 / 640
adder cells (fa/ha/maj): 2 / 500
AND-OR/OR-AND: 4 / 890
AND/OR/NAND/NOR: 7 / 1300
==> layer usage <==
metal  GRT usage  wire (um)
met2       0.186       2030
met5           0          0
met4      0.0105         36
met3     0.00674        253
met1       0.199       2410
==> logic make-up after synthesis <==
group	Yosys count	share of synthesized area
buffers and inverters	26	0.0844
muxes	3	0.0246
xor gates and xnor gates	8	0.0531
AOI/OAI and AO/OA	90	0.469
and+or+nand+nor	85	0.350
adders and majority gates	2	0.0190
==> worst min path at each step <==
stage,from,end,slack [ps]
4_1_cts,value[6],char_out[7],3340
5_1_grt,value[6],char_out[7],3410
6_report,value[5],char_out[7],3340
==> what timing repair did <==
item | CTS | global route
gates resized | 30 | 11
endpoints found under the setup margin | 7 | 4
gates cloned | 0 | 0
pin swaps | 14 | 15
buffers inserted | 12 | 0
endpoints found under the hold margin | 0 | 0
==> report_power, final <==
group	leakage (nW)	internal, mW	total, mW	switching [mW]
sequential	0	0	0	0
clock	0	0	0	0
combinational	0.921	0.125	0.234	0.109
total	0.921	0.125	0.234	0.109
==> area by class of cell <==
type / count / area (sq um)
tap: 50 / 62.6
fill: 366 / 1910
multi-input combinational: 188 / 1330
inverter: 7 / 26.3
timing repair buffer: 91 / 728
==> metrics by stage <==
stage	hold WS, ps	total power [mW]
finish	3340	0.234
global route	3410	0.256
CTS	3340	0.224
detailed placement	3500	0.213
global placement	3500	0.214
floorplan	2510	0.125
Power is estimated from default activity; no workload was simulated.
