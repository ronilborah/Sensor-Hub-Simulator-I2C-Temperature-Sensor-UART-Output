==> /design/flow/design.v <==
`timescale 1ns/1ps
module uart_tx (
    input  wire clk,
    input  wire rst,
    input  wire tx_start,
    input  wire [7:0] tx_data,
    output reg  tx,
    output reg  tx_busy
);
    parameter CLK_FREQ = 1_000_000;  
    parameter BAUD     = 9600;
    localparam BAUD_DIV = CLK_FREQ / BAUD;
    reg [$clog2(BAUD_DIV)-1:0] baud_cnt;
    reg baud_tick;
    localparam IDLE  = 2'd0,
               START = 2'd1,
               DATA  = 2'd2,
               STOP  = 2'd3;
    reg [1:0] state;
    reg [7:0] shift_reg;
    reg [2:0] bit_idx;
    always @(posedge clk or posedge rst) begin
        if (rst) begin
            baud_cnt  <= 0;
            baud_tick <= 0;
        end else begin
            if (baud_cnt == BAUD_DIV-1) begin
                baud_cnt  <= 0;
                baud_tick <= 1;
            end else begin
                baud_cnt  <= baud_cnt + 1;
                baud_tick <= 0;
            end
        end
    end
    always @(posedge clk or posedge rst) begin
        if (rst) begin
            state     <= IDLE;
            tx        <= 1'b1;   
            tx_busy   <= 1'b0;
            bit_idx   <= 3'd0;
            shift_reg <= 8'd0;
        end else begin
            case (state)
                IDLE: begin
                    tx <= 1'b1;
                    tx_busy <= 1'b0;
                    if (tx_start) begin
                        shift_reg <= tx_data;
                        bit_idx   <= 3'd0;
                        state     <= START;
                        tx_busy   <= 1'b1;
                    end
                end
                START: begin
                    tx    <= 1'b0;   
                    state <= DATA;
                end
                DATA: begin
                    tx <= shift_reg[bit_idx];  
                    if (bit_idx == 3'd7)
                        state <= STOP;
                    else
                        bit_idx <= bit_idx + 1;
                end
                STOP: begin
                    tx    <= 1'b1;   
                    state <= IDLE;
                end
            endcase
        end
    end
endmodule
==> /design/flow/run.sh <==
#!/bin/bash
# OpenROAD 26Q1-2900-gdf79404cd8, Yosys 0.63+post, stock flow scripts
make -C /OpenROAD-flow-scripts/flow DESIGN_CONFIG=/design/flow/config.mk WORK_HOME=/design/flow/orfs finish
==> /design/flow/config.mk <==
export PLATFORM = sky130hd
export DESIGN_NAME = uart_tx
export DESIGN_NICKNAME = uart_tx
export VERILOG_FILES = /design/flow/design.v
export SDC_FILE = /design/flow/constraint.sdc
export NUM_CORES = 4
export LEC_CHECK = 1
export CORE_AREA = 10 10 98 98
export DIE_AREA = 0 0 108 108
==> /design/flow/constraint.sdc <==
current_design uart_tx

set clk_period 2.5
set clk_io_pct 0.2

create_clock -name clk0 -period $clk_period [get_ports {clk}]

set non_clock_inputs [all_inputs -no_clocks]
set_input_delay [expr $clk_period * $clk_io_pct] -clock clk0 $non_clock_inputs
set_output_delay [expr $clk_period * $clk_io_pct] -clock clk0 [all_outputs]
==> summary.txt <==
The flow completed. The run finished with clean final reports. Timing would allow up to between 500 and 600 MHz. The final antenna diode tally reported by the flow is 0. Combined area of all synthesized cells landed at roughly 770 sq um. The cell-mix breakdown from Yosys lists the XOR/XNOR area share as 0. Number of cells after detailed placement landed at 174.

Max-cap violations in this run came to 0. CTS reports a maximum clock tree buffer depth of 2. Global-route wire length before repair landed at 2.566 mm. The routed layout has 503 vias. Looking at the critical path, the single cell with the biggest stage delay is sky130_fd_sc_hd__dfstp_2. Per the OpenROAD floorplan log, the area of the core is 7647 sq um. Slew at the pin with the worst max-slew slack landed at 0.6526 ns.

Buffering stage count on the worst path with inverters included landed at 1. Async set-reset flop share out of synthesis landed at 1.000. The number of global-route vias before repair was 501. Yosys chip area landed at 774.5 sq um. The launch point of the worst min-delay path is recorded as state[2]$_DFF_PP0_. Number of clock sinks seen by CTS landed at 17. From bottom edge to top edge, the die measures ~110 microns. Per the GRT congestion report, total overflow comes to 0. Dividing the detail-routed via count by the number of cells gives 2.826. For reference, the clock transition at the flip-flops on the worst setup and hold paths is roughly 0.07 ns. First-pass iteration count of the detailed router landed at 2.

Looking at the clock tree report, the H-tree level count equals 1. Worst-case clock skew landed at roughly 0.0025 ns. Per the OpenROAD floorplan log, the area of the die is 11660 sq um. In the final layout, the multi-input gates occupy about 330 sq um. Final worst-path cycle share landed at 0.6884. The critical path is of the reg2out type. Routed length per instance landed at about 9 microns.

Overall die width landed at ~110 microns. Looking at the clock tree report, the root buffer type is sky130_fd_sc_hd__clkbuf_8. Violation tally from detailed-route iteration zero landed at 28. In this run the critical path is formed by clkdlybuf4s50_1. Per the timing report, the biggest fanout along the worst path comes to 1. Per the detailed-route log, wirelength across all metal layers totals approximately 1.6 mm. Combined global-route utilization of all metal layers landed at 0.02734. Cell count in the Yosys report landed at approximately 60.

At the end of the flow the core is filled with cells to 0.1397. The worst setup path is captured at an output pin. In this run the mean area of a mapped cell was 12.91 sq um. Yosys mapped a number of flops with a built-in enable equal to 0. Worst hold-check slack landed at 0.4367 ns. Number of OpenROAD warnings landed at 25. Count of endpoints failing setup in the final report landed at 0. In this run the worst setup path begins at tx$_DFF_PP1_. The floorplan step records an initial core utilization of 0.1013.

The post-CTS hold buffer count recorded in the log is 0. Max-slew violation count landed at 0. The worst setup path is launched from a flip-flop. TritonCTS created 3 clock buffers. The register with the most flip-flops in the layout has 8 of them. The detail route stage leaves a number of antenna-violating nets equal to 0. The critical path endpoint has a required time of roughly 2.0 ns. The script computed a power per unit cell area of about 470 nW/um^2. Worst slew slack as a fraction of its limit landed at 0.5645. Number of synthesized register bits landed at 17. Sequential fraction of the synthesis area landed at 0.5525. DRC violations left landed at 0.

Global placer's final weighted congestion landed at approximately 0.7. Post-synthesis share of cell area spent on full adders, half adders and majority gates landed at 0.03231. The largest single stage delay on the critical path is 0.51 ns. Of the cells placed in the final design, the portion with a size suffix greater than 1 is 0.2500.

Data arrival time at the worst-slack endpoint landed at approximately 1.2 ns. The type recorded for the worst min-delay path is reg2reg. Looking at the reg2reg group, the worst path starts from bit_idx[0]$_DFFE_PP0P_.

Among the non-sequential cells, multiplexers take the most area. The floorplan has 32 rows. The HPWL after detailed placement is approximately 1.3 mm. Largest voltage drop on the vdd net landed at ~150 uV.

By instance count after routing, the leading logic cell type is sky130_fd_sc_hd__dfrtp_1. Hold violation count in the final report landed at 0. For this design the static power due to leakage is 0.4671 nW. Broken down by cell family, the worst path's largest delay share belongs to flip-flops. Entering global routing, the biggest net connects 18 pins.

The count of buffers added on input and output ports is 12. As reported, the later end of the worst-skew pair has a clock insertion delay of 0.25 ns. Cell count after synthesis landed at approximately 60.

After synthesis, the share of cell area in mux cells is 0.1777. Once the clock tree was built, the resizer swapped 0 gates to a different size. Combined flip-flop and latch cell area landed at about 430 sq um. The flow measured a signed area growth from synthesis to layout of 37.96%. The final report lists a non-filler cell total of 178. Setup repair after global routing left no endpoint under its margin. In the final layout, the fill cell count is roughly 840. And-or/or-and share of the synthesized area landed at 0.1131. For this run, the leading register cell type out of synthesis is sky130_fd_sc_hd__dfrtp_1. Number of antenna violations at the first check in global routing landed at 0.

Number of buffers inserted to repair setup after CTS landed at 0. 13 I/O pins were placed. Distinct cell type count after synthesis landed at 24. The worst path in the final design needs a cycle of 1.721 ns, including I/O delays and setup. Ranking logic cells in the layout by count gives the top entries 15 x sky130_fd_sc_hd__dfrtp_1, 12 x sky130_fd_sc_hd__clkdlybuf4s50_1, 9 x sky130_fd_sc_hd__mux2_2. Of the total synthesized cell area, the portion taken by AND, OR, NAND and NOR gates is 0.1002. Number of warnings printed during yosys synthesis landed at 1. TritonCTS built the clock tree.

Total negative setup slack landed at 0 ns.
==> path summary, 6_finish.rpt <==
path	endpoint	slack [ns]	depth (start not counted)
worst max register to register	bit_idx[0]$_DFFE_PP0P_	0.88	5
worst max-delay path	tx	0.78	1
min in group asynchronous	tx_busy$_DFFE_PP0P_	0.64	2
worst min-delay path	state[1]$_DFF_PP0_	0.44	1
max in group asynchronous	shift_reg[2]$_DFFE_PP0P_	1.44	2
worst min register to register	state[1]$_DFF_PP0_	0.44	1
==> metrics by stage <==
| stage | setup WS, ns | cell area [sq um] | power (mW) |
|---|---|---|---|
| 2_1_floorplan | 1.036 | 774.5 | 0.2850 |
| 3_3_place_gp | 0.7309 | 1022 | 0.3042 |
| 3_5_place_dp | 0.7018 | 1022 | 0.3037 |
| 4_1_cts | 0.7594 | 1069 | 0.5026 |
| 5_1_grt | 0.7432 | 1069 | 0.5172 |
| 6_report | 0.7791 | 1069 | 0.4996 |
==> power breakdown <==
part           internal [mW]  total (mW)  switching [mW]  leakage, nW
logic                 0.0141      0.0224         0.00824        0.222
clock network          0.110       0.202          0.0916       0.0255
registers              0.275       0.275               0        0.220
total                  0.400       0.500          0.0998        0.467
==> final cells by class <==
cell class | count | share of cell area
clock buffer | 3 | 0.03864
clock inverter | 1 | 0.004684
inverter | 5 | 0.01756
sequential | 17 | 0.4005
tap | 102 | 0.1194
timing repair buffer | 12 | 0.1124
multi-input combinational | 38 | 0.3068
==> routing by layer <==
| metal | vias up | routed length, microns | GRT usage |
|---|---|---|---|
| met3 | 4 | 82 | 0.009639 |
| met4 | 0 | 62 | 0.01050 |
| met2 | 10 | 679 | 0.03793 |
| met5 | - | 0 | 0 |
| li1 | 249 | - | - |
| met1 | 240 | 764 | 0.03802 |
==> cells in the mapped netlist, drive strengths merged (2+ instances only) <==
cell type   n  area [sq um]
dfrtp      15         375.4
mux2        9         101.4
inv         5         18.77
nand2       3         11.26
nor2b       3         18.77
o21ai       3         15.01
a21o        2         15.01
dfstp       2         52.55
ha          2         25.02
or2         2         12.51
==> cell families after synthesis <==
logic type / count (synthesis)
AOI/OAI and AO/OA: 12
muxes: 11
and+or+nand+nor: 13
buffers and inverters: 5
adders and majority gates: 2
DFF: 17
No activity file was given, so power comes from the tool's default toggle rates.
